[run.sh]
#!/bin/bash
# OpenROAD 26Q1-2900-gdf79404cd8, Yosys 0.63+post, stock flow scripts
make -C /OpenROAD-flow-scripts/flow DESIGN_CONFIG=/design/flow/config.mk WORK_HOME=/design/flow/orfs finish
[config.mk]
export PLATFORM = sky130hd
export DESIGN_NAME = booth
export DESIGN_NICKNAME = booth
export VERILOG_FILES = /design/flow/design.v
export SDC_FILE = /design/flow/constraint.sdc
export NUM_CORES = 4
export LEC_CHECK = 1
export CORE_UTILIZATION = 40
[constraint.sdc]
current_design booth

set clk_period 19.1
set clk_io_pct 0.2

create_clock -name clk0 -period $clk_period

set non_clock_inputs [all_inputs -no_clocks]
set_input_delay [expr $clk_period * $clk_io_pct] -clock clk0 $non_clock_inputs
set_output_delay [expr $clk_period * $clk_io_pct] -clock clk0 [all_outputs]
[design.v]
module booth(out, in1, in2);
parameter width = 6;
input  	[width-1:0] in1;    
input  	[width-1:0] in2;    
output  reg [2*width-1:0] out;  
reg [2*width:0] P;
reg [width-1:0] temp = 6'b0;
reg [width-1:0] substract;
reg [width-1:0] sum;
always@(*)
begin
	P = {temp,in2,1'b0};
	case(P[1:0])
		2'b00:begin
			P = {P[2*width],P[2*width:1]};
		end
		2'b01:begin
			sum = P[2*width:width+1] + in1;
			P = {sum[width-1],sum,P[width:1]};
		end
		2'b10:begin
			substract = P[2*width:width+1] + ~in1 + 6'b000001;
			P = {substract[width-1],substract,P[width:1]};
		end
		default:begin
			P = {P[2*width],P[2*width:1]};
		end
	endcase
	case(P[1:0])
		2'b00:begin
			P = {P[2*width],P[2*width:1]};
		end
		2'b01:begin
			sum = P[2*width:width+1] + in1;
			P = {sum[width-1],sum,P[width:1]};
		end
		2'b10:begin
			substract = P[2*width:width+1] + ~in1 + 6'b000001;
			P = {substract[width-1],substract,P[width:1]};
		end
		default:begin
			P = {P[2*width],P[2*width:1]};
		end
	endcase
	case(P[1:0])
		2'b00:begin
			P = {P[2*width],P[2*width:1]};
		end
		2'b01:begin
			sum = P[2*width:width+1] + in1;
			P = {sum[width-1],sum,P[width:1]};
		end
		2'b10:begin
			substract = P[2*width:width+1] + ~in1 + 6'b000001;
			P = {substract[width-1],substract,P[width:1]};
		end
		default:begin
			P = {P[2*width],P[2*width:1]};
		end
	endcase
	case(P[1:0])
		2'b00:begin
			P = {P[2*width],P[2*width:1]};
		end
		2'b01:begin
			sum = P[2*width:width+1] + in1;
			P = {sum[width-1],sum,P[width:1]};
		end
		2'b10:begin
			substract = P[2*width:width+1] + ~in1 + 6'b000001;
			P = {substract[width-1],substract,P[width:1]};
		end
		default:begin
			P = {P[2*width],P[2*width:1]};
		end
	endcase
	case(P[1:0])
		2'b00:begin
			P = {P[2*width],P[2*width:1]};
		end
		2'b01:begin
			sum = P[2*width:width+1] + in1;
			P = {sum[width-1],sum,P[width:1]};
		end
		2'b10:begin
			substract = P[2*width:width+1] + ~in1 + 6'b000001;
			P = {substract[width-1],substract,P[width:1]};
		end
		default:begin
			P = {P[2*width],P[2*width:1]};
		end
	endcase
	case(P[1:0])
		2'b00:begin
			P = {P[2*width],P[2*width:1]};
		end
		2'b01:begin
			sum = P[2*width:width+1] + in1;
			P = {sum[width-1],sum,P[width:1]};
		end
		2'b10:begin
			substract = P[2*width:width+1] + ~in1 + 6'b000001;
			P = {substract[width-1],substract,P[width:1]};
		end
		default:begin
			P = {P[2*width],P[2*width:1]};
		end
	endcase
	out = P[2*width:1];
end
endmodule
==> out/results.ini <==
[outcome]
outcome = finished clean

[floorplanning]
boundaryPins = 24
dieArea_sq_um = 8190
initial_core_util_pct = 42.29
die_x_um = 90.50
rows = 31
core_sq_um = 7408
die_h_um = 90.50

[global_route]
grt_overflow = 0
gr-usage-all-layers_pct = 21.29
grt_pass1_vias = 2767
grt_max_degree = 24
grt_pass1_wl_um = 14100
grt_antenna_before_repair = 0

[hold_path]
whs_path_depth = 5
min_from = in1[0]
hold_class = primary input to primary output
hold_end = out[0]

[job]
timing.max_cap.violations = 0
warnings = 60

[route]
drtIter0Drc = 192
top_layer = met4
via_count = 3058
antenna_cells = 0
drcViolationCount = 0
antenna_left = 0
drt-met1-wl_um = 4235
dr_wl_met2_um = 3595
wl_met3_um = 552
wl_per_cell_um = 15.71
wl_um = 8405
viasPerCell = 5.716
dr.pass1.iters = 4

[timing]
fin_crit_ns = 17.88
period_used_pct = 93.63
finalSetupTns_ns = 0
hold_slack_ns = 8.833
relSlewSlack_pct = 51.56
fmax_ghz = 0.05592
slew_viol_final = 0
setup_viol_count_final = 0
rsz0062_at_grt = no
hold_violations = 0
tightest_slew_ns = 0.7266

[clock_tree]
ctsResizeCount = 0
cts_hold_buf = 0
cts_setup_buffers = 0

[yosys]
top_cell_area_share_pct = 23.16
synth_cell_type_count = 67
yosysChipArea_sq_um = 3133
top_cell = ha_1
ys_seq_share_pct = 0
ys_cells = 428
synth_warnings = 1
netlist_instances = 428
synth.avg_cell_area_sq_um = 7.320
common_cells = 58 x ha_1, 47 x inv_1, 44 x nor2_1, 32 x a21oi_1, 24 x o21ai_0
synth_area_sq_um = 3133
topCellsByArea = ha_1 23%, fa_1 6.4%, inv_1 5.6%
top_area_cell = ha_1

[critical_path]
cpMostUsedCell = ha_1
critPathBufInv = 6
critPathCaptureType = primary output
slowest_delay_ns = 0.48
critPathRequiredTime_ns = 15.28
cp_data_arrival_time_ns = 14.06
crit_family = AND-OR/OR-AND gates
cp_slowest_cell = mux2i_1
critical_path_class = primary input to primary output
critPathMaxFanout = 19
cp-start-kind = primary input

[power_and_ir_drop]
powerDensity_nw_per_um2 = 54.14
total_power_uw = 185.8
peakVddDrop_mv = 0.02709
leakagePower_uw = 0.001578

[place]
place.gp.congestion = 0.9135
io_buffers = 24
dp_hpwl_um = 6447

[cells_and_area]
regArea_sq_um = 0
fillers = 727
syn_to_final_growth_pct = 9.505
final_core_util_pct = 46.31
flops = 0
comb_area_sq_um = 2849
drive_above_1_share_pct = 5.046
nClkBuffers = 0

## cells by family (layout without fill, tap and decap cells)
family | Yosys count | in the layout | share of synthesized area (%)
AND-OR/OR-AND | 140 | 140 | 31.55
XOR/XNOR | 36 | 36 | 10.06
adder cells (fa/ha/maj) | 69 | 69 | 29.87
buffers and inverters | 70 | 78 | 9.065
multiplexers | 9 | 9 | 2.995
AND/OR/NAND/NOR | 104 | 104 | 16.45
## worst min-delay path, cell delays in order
cell and delay (ns):
clkdlybuf4s50_1 0.40, buf_4 0.21, inv_1 0.13, nor2_1 0.06
clkdlybuf4s50_1 0.39
## placed cells by master (no fill, tap or decap), types with 8 or more instances in the layout
| cell | instances |
|---|---|
| nand3_1 | 8 |
| nand2_1 | 16 |
| xor2_1 | 16 |
| xnor2_1 | 20 |
| inv_1 | 47 |
| nor2_1 | 44 |
| fa_1 | 10 |
| ha_1 | 58 |
| a21o_1 | 11 |
| clkdlybuf4s50_1 | 24 |
| a221oi_1 | 11 |
| o21ai_0 | 24 |
| a21oi_1 | 32 |
## routing by layer
| metal | global-route usage (%) | vias up |
|---|---|---|
| li1 | - | 1563 |
| met3 | 1.966 | 2 |
| met2 | 32.70 | 88 |
| met4 | 1.344 | 0 |
| met5 | 0 | - |
| met1 | 33.66 | 1405 |
## final cells by class
class	count	share of cell area, %
Multi-Input combinational cell	358	83.04
Timing Repair Buffer	28	7.877
Inverter	50	5.470
Tap cell	99	3.611
## stage by stage
step	setup WS, ns	area (sq um)	cells
floorplan	3.353	3133	428
global placement	1.499	3431	535
detailed placement	1.312	3431	535
CTS	1.276	3431	535
global route	0.4771	3431	535
finish	1.216	3431	535
## worst max-delay path by stage
stage	startpoint	to	cells past startpoint
after CTS	in1[1]	out[11]	41
after global routing	in1[1]	out[11]	42
final	in1[1]	out[11]	41
## power by group
group          switching (uW)  total, uW  leakage [uW]  internal [uW]
logic                     101        186       0.00158           84.8
registers                   0          0             0              0
clock network               0          0             0              0
Power figures rest on the tool's default switching activity, not on a simulated workload.
