==> /design/flow/config.mk <==
export PLATFORM = sky130hd
export DESIGN_NAME = MFE
export DESIGN_NICKNAME = MFE
export VERILOG_FILES = /design/flow/design.v
export SDC_FILE = /design/flow/constraint.sdc
export NUM_CORES = 4
export LEC_CHECK = 1
export CORE_UTILIZATION = 40
==> /design/flow/constraint.sdc <==
current_design MFE

set clk_period 21.9
set clk_io_pct 0.2

create_clock -name clk0 -period $clk_period [get_ports {clk}]

set non_clock_inputs [all_inputs -no_clocks]
set_input_delay [expr $clk_period * $clk_io_pct] -clock clk0 $non_clock_inputs
set_output_delay [expr $clk_period * $clk_io_pct] -clock clk0 [all_outputs]
==> /design/flow/design.v <==
`timescale 1ns/10ps
module MFE(clk,reset,busy,ready,iaddr,idata,data_rd,data_wr,addr,wen);
	input				clk;
	input				reset;   
	input				ready;   
	input	[7:0]		idata;	
	input	[7:0]		data_rd;
	output	reg			busy;	 
	output	reg [13:0]	iaddr;
	output	reg [7:0]   data_wr;
	output	reg [13:0]	addr;
	output	reg			wen;
reg [2:0] cstate;
reg [2:0] nstate;
reg [7:0] data [0:8];   
reg [7:0] data_ready [0:8];   
reg [13:0] pixel;   
reg [3:0] proccessed_pixel;
reg [6:0] count_to_127;  
reg [3:0] sort_count;
reg [3:0] i;  
reg [7:0] temp;  
wire [3:0] index;   
parameter s_read = 3'd0 , s_ready = 3'd1 , s_sort = 3'd2 , s_write = 3'd3 , s_done = 3'd4 , s_assign = 3'd5;
assign index = proccessed_pixel - 4'd2;
always@(*)begin
	case(cstate)
		s_read:begin
			if(proccessed_pixel < 4'd10)
				nstate = s_read;
			else
				nstate = s_ready;
		end
		s_ready:begin  
			nstate = s_assign;
		end
		s_assign:begin
			nstate = s_sort;
		end
		s_sort:begin
			if(sort_count >= 1)
				nstate = s_sort;
			else
				nstate = s_write;
		end
		s_write:begin
			if(pixel == 14'd16383)
				nstate = s_done;
			else
				nstate = s_read;
		end
		s_done:nstate = s_done;
		default:nstate = s_done;
	endcase
end
always@(posedge clk)begin
	if(reset)begin
		proccessed_pixel <= 4'd0;
		pixel <= 14'd0;
		count_to_127 <= 7'd0;
		busy <= 0;
		iaddr <= 14'd0;
		sort_count <= 4'd8;
		temp <= 8'd0;
		cstate <= s_read;
		wen = 0;
	end
	else begin
		cstate <= nstate;
		case(cstate)
			s_read:begin
				busy <= 1;
				wen <= 0;
				case(proccessed_pixel)
					4'd0:iaddr <= pixel - 14'd129;
					4'd1:iaddr <= pixel - 14'd128;
					4'd2:iaddr <= pixel - 14'd127;
					4'd3:iaddr <= pixel - 14'd1;
					4'd4:iaddr <= pixel;
					4'd5:iaddr <= pixel + 14'd1;
					4'd6:iaddr <= pixel + 14'd127;
					4'd7:iaddr <= pixel + 14'd128;
					default:iaddr <= pixel + 14'd129;	
				endcase	
				if(proccessed_pixel < 4'd10)
					proccessed_pixel <= proccessed_pixel + 4'd1;
				else
					proccessed_pixel <= 4'd0;
			end
			s_ready:begin
				busy <= 1;
				wen <= 0;
			end
			s_assign:begin
				busy <= 1;
				wen <= 0;
				for(i=0;i<=8;i=i+1)
					data_ready[i] <= data[i];
			end
			s_sort:begin
				busy <= 1;
				wen <= 0;
				for(i=0;i<=7;i=i+1)begin
					if(data_ready[i]>data_ready[i+1])begin
						temp = data_ready[i];
						data_ready[i] = data_ready[i+1];
						data_ready[i+1] = temp;
					end
				end
				sort_count <= sort_count - 4'd1;
			end
			s_write:begin
				busy <= 1;
				wen <= 1;
				addr <= pixel;
				data_wr <= data_ready[4];
				if(pixel == 14'd16383)
					pixel <= 14'd16383;
				else
					pixel <= pixel +14'd1;
				proccessed_pixel <= 4'd0;
				sort_count <= 4'd8;
				if(count_to_127 < 7'd127)
					count_to_127 <= count_to_127 + 7'd1;
				else
					count_to_127 <= 7'd0;
			end
			s_done:begin
				wen <= 0;
				busy <= 0;
			end
			default:;
		endcase
	end
end
always@(negedge clk)begin
	if(cstate == s_read || cstate == s_ready)begin
		if(count_to_127 == 7'd0)begin  
			if(pixel <= 14'd127)begin  
				case(index)
					4'd0:data[index] = 8'd0;
					4'd1:data[index] = 8'd0;
					4'd2:data[index] = 8'd0;
					4'd3:data[index] = 8'd0;
					4'd6:data[index] = 8'd0;
					default:data[index] = idata;
				endcase
			end
			else if(pixel >= 14'd16256 && pixel <= 14'd16383)begin   
				case(index)
					4'd0:data[index] = 8'd0;
					4'd3:data[index] = 8'd0;
					4'd6:data[index] = 8'd0;
					4'd7:data[index] = 8'd0;
					4'd8:data[index] = 8'd0;
					default:data[index] = idata;
				endcase
			end
			else begin
				case(index)
					4'd0:data[index] = 8'd0;
					4'd3:data[index] = 8'd0;
					4'd6:data[index] = 8'd0;
					default:data[index] = idata;
				endcase
			end
		end
		else if(count_to_127 == 7'd127)begin  
			if(pixel <= 14'd127)begin  
				case(index)
					4'd0:data[index] = 8'd0;
					4'd1:data[index] = 8'd0;
					4'd2:data[index] = 8'd0;
					4'd5:data[index] = 8'd0;
					4'd8:data[index] = 8'd0;
					default:data[index] = idata;
				endcase
			end
			else if(pixel >= 14'd16256 && pixel <= 14'd16383)begin   
				case(index)
					4'd2:data[index] = 8'd0;
					4'd5:data[index] = 8'd0;
					4'd6:data[index] = 8'd0;
					4'd7:data[index] = 8'd0;
					4'd8:data[index] = 8'd0;
					default:data[index] = idata;
				endcase
			end
			else begin
				case(index)
					4'd2:data[index] = 8'd0;
					4'd5:data[index] = 8'd0;
					4'd8:data[index] = 8'd0;
					default:data[index] = idata;
				endcase 
			end
		end
		else begin
			if(pixel <= 14'd127)begin  
				case(index)
					4'd0:data[index] = 8'd0;
					4'd1:data[index] = 8'd0;
					4'd2:data[index] = 8'd0;
					default:data[index] = idata;
				endcase
			end
			else if(pixel >= 14'd16256 && pixel <= 14'd16383)begin   
				case(index)
					4'd6:data[index] = 8'd0;
					4'd7:data[index] = 8'd0;
					4'd8:data[index] = 8'd0;
					default:data[index] = idata;
				endcase
			end
			else begin
				data[index] = idata;
			end
		end	
	end
end
endmodule
==> /design/flow/run.sh <==
#!/bin/bash
# OpenROAD 26Q1-2900-gdf79404cd8, Yosys 0.63+post, stock flow scripts
make -C /OpenROAD-flow-scripts/flow DESIGN_CONFIG=/design/flow/config.mk WORK_HOME=/design/flow/orfs finish
==> notes.md <==
impl run done, here's what came out: Yosys chip area 13,000 sq um, Top-area cell share 38.2%, worst path cell trace clkdlybuf4s50_1, and2_1, Max-cap violations 0, f_max 63.2 MHz, PortBufs 47, power per cell area 70.5 nW/um^2, fin. max-slew vios 0, Dominant flop cell edfxtp_1, minimum clock period 15.95 ns, internal power 808 uW, latest clock arrival within the worst-skew pair 0.58 ns, Synth area leader edfxtp_1, placed cells 1,746, Finished Core Util 47.6%, mapped cell area 13,000 sq um, CTS-repair resized insts 0, drt pass-1 iters 5, Worst Max-Slew Pin Slew 0.931 ns, count leader, synth edfxtp_1, synthesis-stage register bit count 217, total setup buffers inserted after CTS 0, ys async rst share 0%, routed vias 10,100, post-DP HPWL 22,500 um, Top cells by area edfxtp_1 (38%), ha_1 (9.0%), dfxtp_1 (7.8%), width of the die 183 um, share of layout cells above drive strength 1 8.39%, Diodes inserted 0, setup ws final 5.95 ns, hold crit path type reg2reg, Comb power frac 7.1%, worst path bufs/invs 1, number of enable flip-flop cells 166, Leakage 6.10 nW, fp util 41.0%, Worst EP required 11.24 ns, Clk pwr share 49.9%, Reg power frac 43.0%, drt drc 0, switching power 259 uW, crit start category input pin, clk root buf clkbuf_16, kind of cell adding the most delay to the critical path simple AND/OR/NAND/NOR gates, pre-CTS setup slack 5.35 ns, clock buffer depth 3, total grt overflow 0, Final setup viols 0, routed wire length 32,000 um, die area 33,300 sq um, routability congestion estimate 0.960, # Cells Yosys 1,319, std cell rows 65, fin cells 1,865, Syn Inst Count 1,319, Crit Path Class in2reg, Commonest cells post-synth edfxtp_1 (166), nand2_1 (117), nor2_1 (117), inv_1 (107), ha_1 (94), CTS Sinks 217, pin count of the biggest net entering global routing 77, Finished Cell Area 15,100 sq um, synth warn 2, first-pass GRT wire length 51,700 um, die height 183 um, switching share of power 24.3%, slowest CP cell and2_1, OpenROAD warning count 115, Worst Path Arrival 5.30 ns, H-tree depth 1, Setup crit end kind flip-flop, core area 31,800 sq um, Slew HR 37.5%, Final Hold Fails 0, Tcrit/Tclk final 72.8%, Detail Route Antenna Nets 0, TNS Setup 0 ns, Fin Clk Skew 0.0672 ns, Cell Type Count 69, CTS Hold Buffers Added 0, worst vdd ir 66.9 uV, max incr delay on CP 0.46 ns, RSZ-0062 raised after global routing false, Avg WL per Cell 17.2 um, I/O pins 57, vias in the first global route 9,647, initial antenna violation count 0, CTS buffer count 26, placed inst area 13,900 sq um, gr usage total 20.7%, Layout area overhead 16.1%, CP Max Fanout 9, initial DRC count 562, Synth Seq Share 46.1%, Avg Cell Area, Syn 9.88 sq um, status complete, no violations, DR vias/cell 5.39, CTS clk-pin slew, worst paths 0.06 ns, CTS tree done
## through the flow
stage / hold slack, ns / total power, mW
after global routing: 0.478 / 1.12
after CTS: 0.468 / 1.08
final: 0.459 / 1.07
after global placement: 0.449 / 0.562
after detailed placement: 0.451 / 0.562
after floorplan: 0.406 / 0.534
## state kept, by name, indices dropped and copies added, names as in the netlist
name,cells
cstate,6
proccessed_pixel,4
iaddr,14
data_ready,72
data_wr,8
sort_count,4
wen,1
busy,1
count_to_127,7
addr,14
pixel,14
data,72
## power by group through the flow
stage	Combinational, mW	Sequential [mW]	Clock [mW]
after global routing	0.0852	0.460	0.574
final	0.0759	0.459	0.532
after CTS	0.0767	0.459	0.548
## cells by family (layout without fill, tap and decap cells)
group,Yosys count,in the layout,synth area share [%]
xor+xnor,36,36,2.42
compound gates,360,360,19.5
buf+inv,179,290,5.38
flops,217,217,46.1
mux,35,35,2.88
fa+ha+maj,96,96,9.33
simple gates,396,396,14.4
## layout by cell type, fill, tap and decap left out, types with 19 or more instances in the layout
master,instances
inv_1,177
edfxtp_1,166
nand2_1,117
nor2_1,116
ha_1,94
a21oi_1,83
o21ai_0,82
dfxtp_1,50
clkdlybuf4s50_1,46
nor3_1,34
clkbuf_16,29
a31oi_1,27
o211ai_1,26
o221ai_1,25
nand3_1,24
and2_1,22
nor2b_1,20
a21o_1,20
xnor2_1,19
## worst register-to-register path: cells and delay by family (launching register included)
family,cells,cell delay (ns)
AOI/OAI and AO/OA,25,5.53
adders and majority gates,8,2.29
buffers and inverters,8,1.67
DFF,1,0.41
muxes,1,0.50
and+or+nand+nor,21,5.09
## area by class of cell
cell class | count | area (sq um)
clock inverters | 89 | 513
multi-input cells | 923 | 6340
well taps | 435 | 544
flip-flops and latches | 217 | 6010
fillers | 2883 | 16700
inverters | 106 | 398
clock buffers | 31 | 744
repair buffers | 64 | 593
## worst paths after layout
path | startpoint | end | slack (ns) | depth (start not counted)
max | idata[2] | data[7][2]$_DFFE_NP_ | 5.95 | 2
min | cstate[1]$_DFF_P_ | busy$_SDFFE_PP0P_ | 0.46 | 1
max reg2reg | data_ready[1][1]$_DFFE_PP_ | data_ready[8][0]$_DFFE_PP_ | 6.07 | 63
min reg2reg | cstate[1]$_DFF_P_ | busy$_SDFFE_PP0P_ | 0.46 | 1
## routing by layer
layer	wire length [um]	share of wire [%]	global-route usage (%)
met2	15100	47	33.0
met4	906	2.8	5.18
met3	2140	6.7	4.80
met1	13800	43	29.6
met5	36	0.11	0.889
Power figures rest on the tool's default switching activity, not on a simulated workload.
